**design/flow/run.sh**
```bash
#!/bin/bash
# OpenROAD 26Q1-2900-gdf79404cd8, Yosys 0.63+post, stock flow scripts
make -C /OpenROAD-flow-scripts/flow DESIGN_CONFIG=/design/flow/config.mk WORK_HOME=/design/flow/orfs finish
```
**design/flow/constraint.sdc**
```tcl
current_design MorraCinese

set clk_period 6.2
set clk_io_pct 0.2

create_clock -name clk0 -period $clk_period [get_ports {clk}]

set non_clock_inputs [all_inputs -no_clocks]
set_input_delay [expr $clk_period * $clk_io_pct] -clock clk0 $non_clock_inputs
set_output_delay [expr $clk_period * $clk_io_pct] -clock clk0 [all_outputs]
```
**design/flow/design.v**
```verilog
module MorraCinese(
  input [1:0] PRIMO,
  input [1:0] SECONDO,
  input INIZIA,  
  input clk,  
  output reg [1:0] MANCHE,
  output reg [1:0] PARTITA
);
parameter nomove = 2'b00;
parameter sasso = 2'b01;
parameter carta = 2'b10;
parameter forbice = 2'b11;
parameter invalid = 2'b00;
parameter G1win = 2'b01;
parameter G2win = 2'b10;
parameter draw = 2'b11;  
  reg [3:0] vantaggio = 4'b0000;
  reg [1:0] lastMovePlayer1 = 2'b00;  
  reg [1:0] lastMovePlayer2 = 2'b00;  
  reg [4:0] roundCount = 5'b00000;  
  reg [4:0] maxRound = 5'b00000;  
  reg inizio = 1'b0, fine = 1'b0;  
  reg [2:0] state = 3'b000;
  reg [2:0] nextState = 3'b000;
  always @(clk) begin : UPDATE
        state = nextState;      
    end
  always @(INIZIA, fine, state) begin : FSM
    case(state)
      2'b00:  
        if(INIZIA) begin
          inizio = 1'b1;
        end
        else begin
          inizio = 1'b0;
          nextState = 2'b01;  
        end
      2'b01:  
        if(fine) begin
          nextState = 2'b10;  
        end else
        if(INIZIA) begin
          nextState = 2'b00;  
        end
      2'b10:  
        if(INIZIA) begin
          nextState = 2'b00;  
        end
    endcase
  end
  always @(posedge clk) begin : DATAPATH
    if(inizio) begin  
      vantaggio = 3'b100;
      lastMovePlayer1 = 2'b00;
      lastMovePlayer2 = 2'b00;
      roundCount = 5'b00000;
      PARTITA = 2'b00;
      MANCHE = 2'b00;
      fine = 1'b0;
      maxRound = {PRIMO, SECONDO} + 3'b100;  
    end else if(!fine) begin
      if(PRIMO == nomove || SECONDO == nomove) begin  
        MANCHE = invalid;
      end 
       else if(PRIMO == SECONDO) begin  
         if(PRIMO == lastMovePlayer1 || SECONDO == lastMovePlayer2) begin  
            MANCHE = invalid;
          end
          else begin
            MANCHE = draw;  
            lastMovePlayer1 = nomove;
            lastMovePlayer2 = nomove;
            roundCount++;
          end
        end else
          if((PRIMO == sasso && SECONDO == forbice ) || (PRIMO == carta && SECONDO == sasso) || (PRIMO == forbice && SECONDO == carta)) begin  
            if(PRIMO == lastMovePlayer1) begin  
              MANCHE = invalid;
            end
            else begin
              MANCHE = G1win;
              lastMovePlayer1 = PRIMO;
              lastMovePlayer2 = nomove;
              vantaggio--;
              roundCount++;
            end
          end else
            if((SECONDO == sasso && PRIMO == forbice ) || (SECONDO == carta && PRIMO == sasso) || (SECONDO == forbice && PRIMO == carta)) begin  
              if(SECONDO == lastMovePlayer2) begin  
                MANCHE = invalid;
              end
              else begin
                MANCHE = G2win;
                lastMovePlayer2 = SECONDO;
                lastMovePlayer1 = nomove;
                vantaggio++;
                roundCount++;
              end
            end
      if(roundCount > 3) begin  
        if(vantaggio > 5) begin  
          PARTITA = G2win;
          fine = 1'b1;
        end
        else if(vantaggio < 3) begin  
          PARTITA = G1win;
          fine = 1'b1;
        end
        else begin
          PARTITA = invalid;  
        end
      end
      if(roundCount == maxRound) begin  
        PARTITA = (vantaggio > 4) ? G2win : (vantaggio < 4) ? G1win : draw;  
        fine = 1'b1;
      end
    end
  end  
endmodule
```
**design/flow/config.mk**
```make
export PLATFORM = sky130hd
export DESIGN_NAME = MorraCinese
export DESIGN_NICKNAME = MorraCinese
export VERILOG_FILES = /design/flow/design.v
export SDC_FILE = /design/flow/constraint.sdc
export NUM_CORES = 4
export LEC_CHECK = 1
export CORE_UTILIZATION = 30
```
==> impl_metrics.ini <==
; implementation run metrics
[cts]
cts_setup_buffers = 0
cts_buffer_depth = 2
cts_resized = 0
clockRootBuffer = clkbuf_8
cts_buffers = 3
cts_tree = done
h-tree-depth = 1
clk_latency_ps = 270
cts_hold_buf = 0
path_clk_slew_ps = 90

[final_timing]
untimed_endpoints = 8
finalCriticalPeriod_ps = 4160
setup_viol = 0
post-route-period-util = 0.670
rsz0062_at_grt = no
worst_pin_slew_ps = 528
finalMaxSlewViolations = 0
hold_ws_ps = 471
unclocked_regs = 3
hold_violations = 0
fin_setup_tns_ps = 0
skew_ps = 8.53
relSlewSlack = 0.647
max_freq_mhz = 241

[logic_synthesis]
yosys-top-cells-area = dfxtp_1, edfxtp_1, ha_1, xnor2_1, a21oi_1
ys_types = 60
ff_type = dfxtp_1
most_common_cell = dfxtp_1
ys_area_sq_mm = 0.00193
top_cells_by_count = dfxtp_1, a21oi_1, nor2_1, inv_1, nand2_1
yosysCellCount = 218
syn_inst = 218
yosysTopAreaCell = dfxtp_1
ys_async_sr_fraction = 0
synth-edff-count = 5
syn_area_per_cell_sq_um = 8.87
synth.cell_area_sq_mm = 0.00193
ys_warn_count = 13
top_area_frac = 0.186
ys.flops = 26

[grt]
grt_pass1_wl_microns = 6710
grt_pass1_vias = 1381
grt_remaining_overflow = 0
grt_max_degree = 22
track_usage = 0.131
antenna_found_initial = 0

[die]
die_w_microns = 82.3
initCoreUtil = 0.319
rows = 28
fp.dieH_microns = 82.3
dieArea_sq_mm = 0.00677
ios = 10
coreArea_sq_mm = 0.00606

[place]
postPlaceCellArea_sq_mm = 0.00208
hpwl_microns = 3020
io_buffers = 9
gp_congestion = 0.858
dpl.cell_count = 296

[job]
tool_warnings = 32
maxCapViolCount = 0

[pwr]
p_per_area_mw_per_mm2 = 184
ir_drop_mv = 0.120
p_leak_uw = 0.000793

[setup_path]
cp_slowest_cell = clkdlybuf4s50_1
path_buffers = 2
cp_slowest_stage_delay_ps = 590
crit_required_ps = 6360
path_max_fanout = 9
startpoint_type = input port
arrival_ps = 4320
critPathCaptureType = flop
crit_type = in -> reg
crit_family = AND-OR/OR-AND gates
cp_cell_sequence = clkdlybuf4s50_1, inv_1, ha_1, and4bb_2, o32a_4, a211oi_4, o2111ai_1, a211oi_2, a31oi_1, o311a_1

[routing]
dr.pass1.iters = 4
vias = 1550
postRouteAntennaNets = 0
drtIter0Drc = 71
drc = 0
vias_per_cell = 5.17
wl_per_cell_microns = 13.1
num_antenna_cells = 0
wl_microns = 3940

[finish]
final_core_util = 0.351
synthToLayoutAreaGrowth_pct = 10.0
stdcell_area_sq_mm = 0.00213
layout.cells.non_filler = 300
layout-drive-gt1-share = 0.107

[status]
status = finished, final reports clean

[worst_hold_path]
min_path_type = reg -> reg
[power breakdown]
group / leakage, uW / switching [uW] / total [uW] / internal (uW)
Combinational: 0.000552 / 67.5 / 120 / 52.9
Sequential: 0.000219 / 10.1 / 173 / 163
Clock: 0.0000217 / 52.6 / 98.2 / 45.5
Total: 0.000793 / 130 / 392 / 262
[kinds of logic (layout without fill, tap and decap cells)]
kind of cell,after synthesis,count (layout),synth area share
flip-flops,23,23,0.264
AND-OR/OR-AND,60,60,0.254
latches,3,3,0.0233
adder cells (fa/ha/maj),11,11,0.0712
AND/OR/NAND/NOR,75,75,0.212
XOR/XNOR,18,18,0.0893
multiplexers,6,6,0.0311
buffers and inverters,22,29,0.0550
[cell usage in the layout (no fill, tap or decap), types with 3 or more instances in the layout]
cell type	instances
dfxtp_1	18
o21a_1	4
a21oi_1	16
nand3_1	10
clkdlybuf4s50_1	9
inv_1	14
mux2i_1	6
nand2_1	13
edfxtp_1	5
xor2_1	4
nor3_1	6
xnor2_1	12
nor2b_1	3
and3_1	3
a211oi_1	7
nor2_1	16
o21ai_0	7
and2_1	6
ha_1	11
nand2b_1	4
clkbuf_8	3
[path summary, 6_finish.rpt]
check | start | end | slack (ps) | cells after the start
setup / recovery | PRIMO[0] | PARTITA[1] | 2040 | 10
hold / removal | lastMovePlayer1[0] | lastMovePlayer1[0] | 470 | 2
setup reg to reg | lastMovePlayer2[1] | PARTITA[1] | 3740 | 7
hold reg to reg | lastMovePlayer1[0] | lastMovePlayer1[0] | 470 | 2
[tightest hold or removal path, stage by stage, from the launching register on]
cell and delay (ps):
dfxtp_1 330, nand2_1 50, a21oi_1 50
[final cells by class]
cell class	count	area, sq um
clock buffer	3	41.3
clock inverter	1	7.51
fill	600	3930
inverter	14	52.6
multi-input combinational	170	1270
sequential	26	556
tap	75	93.8
timing repair buffer	11	105
[flip-flops by register name, summed over array words and instances (netlist names)]
register	cells
MANCHE	2
PARTITA	2
fine	1
inizio	1
lastMovePlayer1	2
lastMovePlayer2	2
maxRound	5
nextState	2
roundCount	5
vantaggio	4
[layer usage]
layer  track usage  up-vias  wire length (microns)
li1              -      806                      -
met1         0.206      725                   2100
met2         0.205       17                   1720
met3        0.0156        2                    103
met4       0.00702        0                     21
met5             0        -                      0
[stage by stage]
step / worst slack, ps / power (uW)
CTS: 2060 / 397
finish: 2040 / 392
floorplan: 2500 / 267
global route: 1890 / 417
detailed placement: 1780 / 295
global placement: 1800 / 296
Power is estimated from default activity; no workload was simulated.
